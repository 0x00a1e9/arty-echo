==> flow/design.v <==
module FIFO
#(
    parameter ADDR_WIDTH = 8,
    parameter DATA_WIDTH = 8
)
(
    input  wire                  CLK,
    input  wire                  w_enable,
    input  wire                  r_enable,
    input  wire [DATA_WIDTH-1:0] w_data,
    output reg  [DATA_WIDTH-1:0] r_data,
    output reg  [ADDR_WIDTH:0]   count
);
reg [ADDR_WIDTH-1:0] w_addr;
reg [ADDR_WIDTH-1:0] r_addr;
reg [DATA_WIDTH-1:0] ram [ADDR_WIDTH**2-1:0];
initial begin
    r_data <= 0;
    count  <= 0;
    w_addr <= 0;
    r_addr <= 0;
end
always @(posedge CLK) begin : dpm
    if (w_enable)
        ram[w_addr] <= w_data;
    if (r_enable)
        r_data      <= ram[r_addr];
end
always @(posedge CLK) begin : addr
    if (w_enable)
        w_addr <= w_addr + 1'b1;
    if (r_enable)
        r_addr <= r_addr + 1'b1;
end
always @(posedge CLK) begin : count_data
    case ({w_enable, r_enable})
        2'b00: count <= count;
        2'b01: count <= count - 1'b1;
        2'b10: count <= count + 1'b1;
        2'b11: count <= count;
    endcase
end
endmodule
module UART_RX_CTRL
#(
    parameter [ 2:0] WAIT_START  = 3'b001,
    parameter [ 2:0] STORE_START = 3'b010,
    parameter [ 2:0] STORE_DATA  = 3'b011,
    parameter [ 2:0] STORE_STOP  = 3'b100,
    parameter [ 2:0] STORE_LAST  = 3'b101,
    parameter [13:0] TMR_MAX     = 14'b10100010110000  
)(
    input  wire        CLK,
    input  wire        UART_RX,
    output reg  [ 7:0] recv_data,
    output wire        vald_data
);
reg  [ 2:0] rx_reg    = 3'd0;
reg  [ 2:0] rx_state  = WAIT_START;
reg  [13:0] rx_tmr    = 14'd0;
reg  [ 2:0] bit_count = 3'd0;
wire        sample_point;
initial begin
    rx_reg    = 3'd0;
    rx_state  = WAIT_START;
    rx_tmr    = 14'd0;
    bit_count = 3'd0;
end
always @(posedge CLK) begin : rx_latch_n_shift
    rx_reg <= {rx_reg[1:0], UART_RX};
end
function set_startbit_detected;
    input state, rx2, rx1;
    begin
        if (state==WAIT_START && rx2==1'b1 && rx1==1'b0)
            set_startbit_detected = 1'b1;
        else
            set_startbit_detected = 1'b0;
    end
endfunction
assign startbit_detected = set_startbit_detected(
                            rx_state,
                            rx_reg[2],
                            rx_reg[1]
                        );
always @(posedge CLK) begin : rx_timer
    if (startbit_detected == 1'b1) begin
        rx_tmr <= 14'd0;
    end
    else begin
        if (rx_tmr == TMR_MAX)
            rx_tmr <= 14'd0;
        else
            rx_tmr <= rx_tmr + 14'd1;
    end
end
assign sample_point = (rx_tmr == 14'd0)? 1'b1 : 1'b0;
always @(posedge CLK) begin : state_transition_n_bit_count
    case (rx_state)
        WAIT_START:
            if (startbit_detected == 1'b1) begin
                rx_state <= STORE_START;
                bit_count <= 3'd0;
            end
        STORE_START:
            if (sample_point == 1'b1) begin
                if (rx_reg[1] == 1'b0)
                    rx_state <= STORE_DATA;
                else  
                    rx_state <= WAIT_START;
            end
        STORE_DATA:
            if (sample_point == 1'b1) begin
                recv_data <= {rx_reg[1], recv_data[7:1]};
                if (bit_count == 3'd7)
                    rx_state <= STORE_STOP;
                else
                    bit_count <= bit_count + 3'd1;
            end
        STORE_STOP:
            if (sample_point == 1'b1) begin
                if (rx_reg[1] == 1'b1)
                    rx_state <= STORE_LAST;
                else  
                    rx_state <= WAIT_START;
            end
        STORE_LAST:
            rx_state <= WAIT_START;
        default:  
            rx_state <= WAIT_START;
    endcase
end
assign vald_data = (rx_state == STORE_LAST)? 1'b1 : 1'b0;
endmodule
module UART
#(
    parameter [ 2:0] WAIT_ACTI      = 3'b001,
    parameter [ 2:0] SEND_CHAR      = 3'b010,
    parameter [ 2:0] RDY            = 3'b011,
    parameter [ 2:0] WAIT_RDY       = 3'b100,
    parameter [ 3:0] BTN_STR_LEN    = 4'd8,
    parameter [ 1:0] PARROT_STR_LEN = 2'd3,
    parameter        BTN            = 1'b0,
    parameter        PARROT         = 1'b1
)
(
    input  wire CLK,        
    input  wire btn_0,      
    output wire UART_TX,    
    input  wire UART_RX     
);
reg  [ 2:0] uart_state;
reg  [ 7:0] btn_str        [ 7:0];
reg  [ 3:0] str_idx;
reg         send_mode;
reg         send_char;
wire        send;
reg  [ 7:0] send_data;
wire        ready;
assign send = send_char;
wire [ 7:0] recv_data;
wire        vald_data;
wire        w_enable;
wire        r_enable;
wire [ 7:0] r_data;
wire [ 8:0] count;
initial begin : asynchronous_reset
    uart_state     <= WAIT_ACTI;
    btn_str[0]     <= 8'h02;  
    btn_str[1]     <= 8'h41;  
    btn_str[2]     <= 8'h52;  
    btn_str[3]     <= 8'h54;  
    btn_str[4]     <= 8'h59;  
    btn_str[5]     <= 8'h0D;  
    btn_str[6]     <= 8'h0A;  
    btn_str[7]     <= 8'h03;  
    send_char      <= 1'b0;
    send_data      <= 0;
end
UART_TX_CTRL uart_tx_ctrl (
    CLK,
    send,
    send_data,
    ready,
    UART_TX
);
UART_RX_CTRL uart_rx_ctrl (
    CLK,
    UART_RX,
    recv_data,
    vald_data
);
assign w_enable = (vald_data == 1'b1 && count < 2**8);
assign r_enable = (count > 0 && uart_state == WAIT_ACTI)? 1 : 0;
FIFO fifo (
    CLK,
    w_enable,
    r_enable,
    recv_data,  
    r_data,
    count
);
always @(posedge CLK) begin : state_transition
    case (uart_state)
        WAIT_ACTI:
            if (r_enable) begin
                uart_state <= SEND_CHAR;
                send_mode  <= PARROT;
            end
            else if (btn_0 == 1'b1) begin
                uart_state <= SEND_CHAR;
                send_mode  <= BTN;
            end
        SEND_CHAR:
            uart_state <= RDY;
        RDY:
            uart_state <= WAIT_RDY;
        WAIT_RDY:
            if (ready == 1'b1) begin
                case (send_mode)
                    PARROT: begin
                        uart_state <= WAIT_ACTI;
                    end
                    BTN: begin
                        if (str_idx == BTN_STR_LEN)
                            uart_state <= WAIT_ACTI;
                        else
                            uart_state <= SEND_CHAR;
                    end
                endcase
            end
        default:  
            uart_state <= WAIT_ACTI;
    endcase
end
always @(posedge CLK) begin : inc_idx
    if (uart_state == WAIT_ACTI)
        str_idx <= 0;
    else if (uart_state == SEND_CHAR)
        str_idx <= str_idx + 1;
end
always @(posedge CLK) begin : char_load
    if (uart_state == SEND_CHAR) begin
        send_char <= 1'b1;
        if (send_mode == PARROT)
            send_data <= r_data;
        else if (send_mode == BTN)
            send_data <= btn_str[str_idx];
    end
    else begin
        send_char <= 1'b0;
    end
end
endmodule
module UART_TX_CTRL
#(
    parameter [ 1:0] RDY       = 2'b01,
    parameter [ 1:0] LOAD      = 2'b10,
    parameter [ 1:0] SEND      = 2'b11,
    parameter [ 3:0] IDX_MAX   = 10,
    parameter [13:0] TMR_MAX   = 14'b10100010110000  
)
(
    input  wire       CLK,
    input  wire       send,
    input  wire [7:0] send_data,
    output wire       ready,
    output wire       UART_TX
);
reg         tx_bit;
reg  [ 1:0] tx_state;
reg  [ 9:0] tx_data;
reg  [ 3:0] index;
reg  [13:0] tx_tmr;
wire        bit_done;
initial begin
    tx_bit   = 1'b1;
    tx_state = RDY;
    tx_tmr   = 14'b00000000000000;
end
always @(posedge CLK) begin : state_transition
    case (tx_state)
        RDY:
            if (send)
                tx_state <= LOAD;
        LOAD:
            tx_state <= SEND;
        SEND:
            if (bit_done) begin
                if (index == IDX_MAX)
                    tx_state <= RDY;
                else
                    tx_state <= LOAD;
            end
        default:  
            tx_state <= RDY;
    endcase
end
always @(posedge CLK) begin : timing
    if (tx_state == RDY) begin
        tx_tmr <= 14'd0;
    end
    else begin
        if (bit_done)
            tx_tmr <= 14'd0;
        else
            tx_tmr <= tx_tmr + 1;
    end
end
always @(posedge CLK) begin : increment_index
    if (tx_state == RDY)
        index <= 0;
    else if (tx_state == LOAD)
        index <= index + 1;
end
always @(posedge CLK) begin : data_latch
    if (send)
        tx_data <= {1'b1, send_data, 1'b0};
end
always @(posedge CLK) begin : bit0
    if (tx_state == RDY)
        tx_bit <= 1'b1;
    else if (tx_state == LOAD)
        tx_bit <= tx_data[index];
end
assign bit_done = (tx_tmr == TMR_MAX)? 1 : 0;
assign UART_TX   = tx_bit;
assign ready     = (tx_state == RDY)? 1 : 0;
endmodule
==> flow/run.sh <==
#!/bin/bash
# OpenROAD 26Q1-2900-gdf79404cd8, Yosys 0.63+post, stock flow scripts
make -C /OpenROAD-flow-scripts/flow DESIGN_CONFIG=/design/flow/config.mk WORK_HOME=/design/flow/orfs finish
==> flow/config.mk <==
export PLATFORM = sky130hd
export DESIGN_NAME = UART
export DESIGN_NICKNAME = UART
export VERILOG_FILES = /design/flow/design.v
export SDC_FILE = /design/flow/constraint.sdc
export NUM_CORES = 4
export LEC_CHECK = 1
export CORE_UTILIZATION = 30
==> flow/constraint.sdc <==
current_design UART

set clk_period 16.1
set clk_io_pct 0.2

create_clock -name clk0 -period $clk_period [get_ports {CLK}]

set non_clock_inputs [all_inputs -no_clocks]
set_input_delay [expr $clk_period * $clk_io_pct] -clock clk0 $non_clock_inputs
set_output_delay [expr $clk_period * $clk_io_pct] -clock clk0 [all_outputs]
==> impl_metrics.json <==
{
  "die_h_um": 289.4,
  "cap_violations": 0,
  "cts_max_level": 3,
  "top_register": "fifo.ram",
  "cts_resized": 0,
  "rsz0062_at_grt": "false",
  "crit_path_max_incr_delay_ns": 0.49,
  "worst_slack_ns": 11.47,
  "ys_seq_share_pct": 73.71,
  "r2r_start": "fifo.r_addr[1]$_DFFE_PP_",
  "num_io_pins": 4,
  "vias": 12026,
  "fin_setup_tns_ns": 0,
  "grt.overflow.total": 0,
  "largest_reg_flops": 512,
  "grt_max_degree": 79,
  "routedWlPerCell_um": 19.59,
  "path_class": "flip-flop to output pin",
  "whs_endpoint": "uart_rx_ctrl.rx_reg[1]$_DFF_P_",
  "slowest_stage": "clkdlybuf4s50_1",
  "path_max_fanout": 3,
  "hold_class": "flip-flop to flip-flop",
  "clockBufferDepth": 3,
  "reg_top3": "fifo.ram (512), uart_rx_ctrl.rx_tmr (14), uart_tx_ctrl.tx_tmr (14)",
  "post_cts_buffers": 0,
  "finalHoldWorstSlack_ns": 0.3258,
  "finalSetupViolations": 0,
  "avgSynthCellArea_um2": 18.51,
  "top_cell_area_share_pct": 69.91,
  "slew_headroom_pct": 31.79,
  "top_cell": "edfxtp_1",
  "diodes": 0,
  "placementRows": 105,
  "synthTopCellsByArea": "edfxtp_1, mux4_2, dfxtp_1",
  "yosys_most_used_dff": "edfxtp_1",
  "slew_violations": 0,
  "postSynthCellCount": 1339,
  "hold_viol_final": 0,
  "gp_congestion": 0.8637,
  "grt_pass1_vias": 12892,
  "power.internal_w": 0.002665,
  "ys_warn_count": 5,
  "clock_latency_ns": 0.59,
  "ys_cells": 1339,
  "wirelength_um": 49360,
  "cp_top_family": "buffers and inverters",
  "viasPerCell": 4.772,
  "hp-start": "uart_rx_ctrl.rx_reg[0]$_DFF_P_",
  "crit_arrival_ns": 1.41,
  "r2r-end": "fifo.r_data[7]$_DFFE_PP_",
  "drc": 0,
  "ir_worst_vdd_mv": 0.06592,
  "cp_num_buf_inv": 1,
  "synth_area_um2": 24780,
  "start_kind": "flip-flop",
  "reg2regPathDepth": 7,
  "synth_area_leader_cell": "edfxtp_1",
  "netlist_top_cells_count": "edfxtp_1, nor2_1, mux4_2, nand2_1, dfxtp_1",
  "root_buffer": "clkbuf_16",
  "worst_pin_slew_ns": 1.019,
  "cts_buffers": 66,
  "leakage_nw": 9.132,
  "first_pass_iters": 4,
  "yosysChipArea_um2": 24780,
  "edf_count": 577,
  "hold_buffers": 0,
  "fin_crit_ns": 4.628,
  "combPwrFrac_pct": 2.1,
  "grt_pass1_wl_um": 76530,
  "cp_cell_sequence": "clkdlybuf4s50_1",
  "grt_antenna_before_repair": 0,
  "p_sw_share_pct": 19.89,
  "async_flop_share_pct": 0,
  "fmax_mhz": 216.1,
  "place_ws_ns": 11.66,
  "chipArea_um2": 83770,
  "grt_use_total_pct": 12.97,
  "synth_cell_types": 60,
  "die_width_um": 289.4,
  "initCoreUtil_pct": 30.23,
  "p_seq_share_pct": 54.3,
  "drive_above_1_share_pct": 20.83,
  "fin_skew_ns": 0.01468,
  "initialDrtViolationCount": 638,
  "area_delta_synth_final_pct": 14.22,
  "worstPathRequired_ns": 12.88,
  "whs_path_depth": 0,
  "stdcell_area_um2": 28310,
  "clock_sinks": 624,
  "ant_nets": 0,
  "cts_tree": "done",
  "p_clk_share_pct": 43.6,
  "fin_crit_sh_pct": 28.75,
  "ys_ff": 624,
  "placed_cell_area_um2": 26230,
  "coreArea_um2": 81980,
  "p_per_area_nw_per_um2": 117.5,
  "r2r_slack_ns": 12.60,
  "status": "complete, no violations",
  "end_kind": "output pin",
  "port_buffers": 3,
  "clk_pin_slew_ns": 0.06,
  "switchingPower_w": 0.0006617,
  "dpl.hpwl_um": 28890,
  "warnings": 30
}
==> worst register-to-register path, stage by stage (launching register included) <==
cell and delay, ns:
edfxtp_1 0.32, buf_4 0.48, buf_4 0.63, buf_4 0.63
mux4_2 0.43, mux2_2 0.27, o211ai_1 0.33, a31oi_1 0.14
==> power by group through the flow <==
stage / registers (W) / clock network (W) / logic, W
4_1_cts: 0.00181 / 0.00149 / 0.0000716
5_1_grt: 0.00181 / 0.00155 / 0.0000808
6_report: 0.00181 / 0.00145 / 0.0000701
==> metrics by stage <==
stage	instances	utilization, %	power, W
6_report	2520	34.53	0.003327
5_1_grt	2520	34.53	0.003436
2_1_floorplan	1339	-	0.001884
3_5_place_dp	2401	32.00	0.001912
3_3_place_gp	2401	32.00	0.001906
4_1_cts	2520	34.53	0.003363
==> worst max-delay path by stage <==
stage                                 from      end  slack (ns)  cells after the start
4_1_cts   uart_tx_ctrl.tx_bit$_SDFFE_PP1P_  UART_TX       11.41                      1
5_1_grt   uart_tx_ctrl.tx_bit$_SDFFE_PP1P_  UART_TX       11.36                      1
6_report  uart_tx_ctrl.tx_bit$_SDFFE_PP1P_  UART_TX       11.47                      1
==> layer usage <==
metal | GRT usage (%) | up-vias | part of all wire (%)
met5 | 0.5682 | - | 0.13
met3 | 8.191 | 72 | 13
li1 | - | 5442 | -
met4 | 2.553 | 2 | 1.8
met2 | 19.66 | 528 | 48
met1 | 16.21 | 5982 | 38
==> cell usage in the layout (no fill, tap or decap), drive strengths merged, types with 22 or more instances in the layout <==
cell type	netlist	layout
clkinv	0	22
buf	31	48
xnor2	25	25
mux2i	45	45
dfxtp	47	47
nor2	133	133
clkbuf	28	89
edfxtp	577	577
inv	28	30
nand3	25	25
nand2	57	57
mux4	129	129
==> cell type report <==
type,instances,area [um2]
fillers,7544,53670
flip-flops and latches,624,18270
multi-input cells,628,6118
clock buffers,89,1844
well taps,1070,1339
repair buffers,51,402.9
clock inverters,30,230.2
inverters,28,105.1
==> logic make-up (layout without fill, tap and decap cells) <==
family                     Yosys count  after routing  synth area share (%)
AOI/OAI and AO/OA                   82             82                 2.191
xor gates and xnor gates            45             45                 1.590
adders and majority gates           22             22                 1.141
buffers and inverters               87            198                 1.656
DFF                                624            624                 73.71
muxes                              193            193                 14.40
and+or+nand+nor                    286            286                 5.311
Power and IR drop assume default switching activity.
